==> flow/design.v <==
`timescale 1ns / 1ps
module cpr (
    input clk_200khz,     
    input rst,            
    inout sda,            
    output scl,           
    output sda_dir,       
    output reg [15:0] count1 = 16'b0,    
    output [7:0] data_out
    );
    reg [3:0] count = 0;    
    reg clk_reg = 1'b1;     
    always @ (posedge clk_200khz or posedge rst) begin
        if (rst) begin
            count   = 4'b0;
            clk_reg = 1'b1;
        end
        else begin
            if (count == 2) begin
                count <= 4'b0;
                clk_reg <= ~clk_reg;
            end
            else
                count <= count + 1;
        end
    end
     assign scl = clk_reg;
     parameter SLAVE_ADDR = 7'b110_1110;  
    parameter SLAVE_ADDR_PLUS_R = 8'b1101_1101;  
    parameter SLAVE_ADDR_PLUS_W = 8'b1101_1100;  
    parameter SLAVE_INT_REG_ADDR = 8'b0100_0100; 
    reg [7:0] data = 8'b00001000;              
    reg output_bit            = 1'b1;              
    wire input_bit;                                
    localparam [5:0] POWER_UP    = 0,
                     START1      = 1,
                     SEND1_ADDR6 = 2,
                     SEND1_ADDR5 = 3,
                     SEND1_ADDR4 = 4,
                     SEND1_ADDR3 = 5,
                     SEND1_ADDR2 = 6,
                     SEND1_ADDR1 = 7,
                     SEND1_ADDR0 = 8,
                     SEND1_W     = 9,
                     REC1_ACK    = 10,
                     SEND1_DATA7 = 11,  
                     SEND1_DATA6 = 12,
                     SEND1_DATA5 = 13,
                     SEND1_DATA4 = 14,
                     SEND1_DATA3 = 15,
                     SEND1_DATA2 = 16,
                     SEND1_DATA1 = 17,
                     SEND1_DATA0 = 18,
                     REC2_ACK    = 19,
                     START2      = 20,  
                     SEND2_ADDR6 = 21,   
                     SEND2_ADDR5 = 22,
                     SEND2_ADDR4 = 23,
                     SEND2_ADDR3 = 24,
                     SEND2_ADDR2 = 25,
                     SEND2_ADDR1 = 26,
                     SEND2_ADDR0 = 27,
                     SEND2_R     = 28,
                     REC3_ACK    = 29,
                     REC1_DATA7  = 30,
                     REC1_DATA6  = 31,
                     REC1_DATA5  = 32,
                     REC1_DATA4  = 33,
                     REC1_DATA3  = 34,
                     REC1_DATA2  = 35,
                     REC1_DATA1  = 36,
                     REC1_DATA0  = 37,
                     SEND1_NAK   = 38;
    reg [5:0] state = POWER_UP;
    always @(posedge clk_200khz or posedge rst) begin
        if(rst) begin
            state  <= POWER_UP;
            count1 <= 0;
        end
        else begin
            count1 <= count1 + 1;
            case (state)
                POWER_UP: if(count1==0) state <= START1;  
                START1     : begin
                    if(count1==1) output_bit <= 0;       
                    if(count1==2) state <= SEND1_ADDR6;   
                end
                SEND1_ADDR6: begin
                    output_bit <= SLAVE_ADDR[6];
                    if(count1==3) state <= SEND1_ADDR5;   
                end
                SEND1_ADDR5: begin
                    output_bit <= SLAVE_ADDR[5];
                    if(count1==4) state <= SEND1_ADDR4;   
                end
                SEND1_ADDR4: begin
                    output_bit <= SLAVE_ADDR[4];
                    if(count1==7) state <= SEND1_ADDR3;   
                end
                SEND1_ADDR3: begin
                    output_bit <= SLAVE_ADDR[3];
                    if(count1==8) state <= SEND1_ADDR2;   
                end
                SEND1_ADDR2: begin
                    output_bit <= SLAVE_ADDR[2];
                    if(count1==9) state <= SEND1_ADDR1;   
                end
                SEND1_ADDR1: begin
                    output_bit <= SLAVE_ADDR[1];
                    if(count1==10) state <= SEND1_ADDR0;   
                end
                SEND1_ADDR0: begin
                    output_bit <= SLAVE_ADDR[0];
                    if(count1==11) state <= SEND1_W;   
                end
                SEND1_W   : begin
                    output_bit <= 1'b0;  
                    if(count1==16) state <= REC1_ACK;   
                end
                REC1_ACK   : if(count1==17) state <= SEND1_DATA7;  
                SEND1_DATA7: begin
                    output_bit <= SLAVE_INT_REG_ADDR[7];
                    if(count1==19) state <= SEND1_DATA6;   
                end
                SEND1_DATA6: begin
                    output_bit <= SLAVE_INT_REG_ADDR[6];
                    if(count1==20) state <= SEND1_DATA5;   
                end
                SEND1_DATA5: begin
                    output_bit <= SLAVE_INT_REG_ADDR[5];
                    if(count1==24) state <= SEND1_DATA4;   
                end
                SEND1_DATA4: begin
                    output_bit <= SLAVE_INT_REG_ADDR[4];
                    if(count1== 25) state <= SEND1_DATA3;   
                end
                SEND1_DATA3: begin
                    output_bit <= SLAVE_INT_REG_ADDR[3];
                    if(count1==26) state <= SEND1_DATA2;   
                end
                SEND1_DATA2: begin
                    output_bit <= SLAVE_INT_REG_ADDR[2];
                    if(count1==27) state <= SEND1_DATA1;   
                end
                SEND1_DATA1: begin
                    output_bit <= SLAVE_INT_REG_ADDR[1];
                    if(count1==28) state <= SEND1_DATA0;   
                end
                SEND1_DATA0: begin
                    output_bit <= SLAVE_INT_REG_ADDR[0];
                    if(count1==29) state <= REC2_ACK;   
                end
                REC2_ACK   : if(count1==30) state <= START2;  
                START2     : begin
                    if(count1==32) output_bit <= 1;
                    if(count1==34) output_bit <= 0;       
                    if(count1==37) state <= SEND2_ADDR6;   
                end
                SEND2_ADDR6: begin
                    output_bit <= SLAVE_ADDR[6];
                    if(count1==38) state <= SEND2_ADDR5;   
                end
                SEND2_ADDR5: begin
                    output_bit <= SLAVE_ADDR[5];
                    if(count1==39) state <= SEND2_ADDR4;   
                end
                SEND2_ADDR4: begin
                    output_bit <= SLAVE_ADDR[4];
                    if(count1==40) state <= SEND2_ADDR3;   
                end
                SEND2_ADDR3: begin
                    output_bit <= SLAVE_ADDR[3];
                    if(count1==41) state <= SEND2_ADDR2;   
                end
                SEND2_ADDR2: begin
                    output_bit <= SLAVE_ADDR[2];
                    if(count1==42) state <= SEND2_ADDR1;   
                end
                SEND2_ADDR1: begin
                    output_bit <= SLAVE_ADDR[1];
                    if(count1==43) state <= SEND2_ADDR0;   
                end
                SEND2_ADDR0: begin
                    output_bit <= SLAVE_ADDR[0];
                    if(count1==44) state <= SEND2_R;   
                end
                SEND2_R   : begin
                    output_bit <= 1'b1;  
                    if(count1==46) state <= REC3_ACK;   
                end
                REC3_ACK   : if(count1==47) state <= REC1_DATA7;
                REC1_DATA7  : begin
                    data[7] <= 0;               
                    if(count1==49) state <= REC1_DATA6;
                end
                REC1_DATA6  : begin
                    data[6] <= 1;               
                    if(count1==50) state <= REC1_DATA5;
                end
                REC1_DATA5  : begin
                    data[5] <= 1;               
                    if(count1==52) state <= REC1_DATA4;
                end
                REC1_DATA4  : begin
                    data[4] <= 1;               
                    if(count1==53) state <= REC1_DATA3;
                end
                REC1_DATA3  : begin
                    data[3] <= 1;               
                    if(count1==55) state <= REC1_DATA2;
                end
                REC1_DATA2  : begin
                    data[2] <= 1;               
                    if(count1==56) state <= REC1_DATA1;
                end
                REC1_DATA1  : begin
                    data[1] <= 0;               
                    if(count1==58) state <= REC1_DATA0;
                end
                REC1_DATA0  : begin
                    output_bit <= 1;  
                    data[0] <= 0;               
                    if(count1==60) state <= SEND1_NAK;
                end
                SEND1_NAK  : begin
                    if(count1==61) begin      
                        count1 <= 2;
                        state <= START1;
                    end
                end
            endcase
        end
    end
     assign sda_dir = (state==POWER_UP || state==START1 || 
             state==SEND1_ADDR6 || state==SEND1_ADDR5 || state==SEND1_ADDR4 || state==SEND1_ADDR3 || state==SEND1_ADDR2 || state==SEND1_ADDR1 || state==SEND1_ADDR0 ||
             state==SEND1_W || state==REC1_ACK ||
             state==SEND1_DATA7 || state==SEND1_DATA6 || state==SEND1_DATA5 || state==SEND1_DATA4 || state==SEND1_DATA3 || state==SEND1_DATA2 || state==SEND1_DATA1 || state==SEND1_DATA0 ||  
             state==REC2_ACK || state==START2 ||
             state==SEND2_ADDR6 || state==SEND2_ADDR5 || state==SEND2_ADDR4 || state==SEND2_ADDR3 || state==SEND2_ADDR2 || state==SEND2_ADDR1 || state==SEND2_ADDR0 || 
             state==SEND2_R ||state==REC3_ACK || state==SEND1_NAK
              )  ?  1 : 0;
    assign sda = sda_dir ? output_bit : 1'bz;
    assign input_bit = sda; 
    assign data_out = data;
    endmodule
==> flow/run.sh <==
#!/bin/bash
# OpenROAD 26Q1-2900-gdf79404cd8, Yosys 0.63+post, stock flow scripts
make -C /OpenROAD-flow-scripts/flow DESIGN_CONFIG=/design/flow/config.mk WORK_HOME=/design/flow/orfs finish
==> flow/config.mk <==
export PLATFORM = sky130hd
export DESIGN_NAME = cpr
export DESIGN_NICKNAME = cpr
export VERILOG_FILES = /design/flow/design.v
export SDC_FILE = /design/flow/constraint.sdc
export NUM_CORES = 4
export LEC_CHECK = 1
export CORE_UTILIZATION = 50
==> flow/constraint.sdc <==
current_design cpr

set clk_period 4.2
set clk_io_pct 0.2

create_clock -name clk0 -period $clk_period [get_ports {clk_200khz}]

set non_clock_inputs [all_inputs -no_clocks]
set_input_delay [expr $clk_period * $clk_io_pct] -clock clk0 $non_clock_inputs
set_output_delay [expr $clk_period * $clk_io_pct] -clock clk0 [all_outputs]
==> flow_summary.toml <==
# flow metrics
[synthesis]
synth_warnings = 2
synth_flops = 32
synth_cells = 326
avgSynthCellArea_um2 = 8.22
yosysTopAreaCell = "dfrtp_1"
flop_cell = "dfrtp_1"
topCellsByArea = "dfrtp_1, edfxtp_1, nor2_1, xnor2_1, a21oi_1"
synth_seq_share_pct = 30.8
synth.distinct_cells = 66
synth_top_area_share_pct = 24.3
edf_count = 5
syn_area_um2 = 2680
async_reset_ff_share_pct = 84.4
yosys-stat-area_um2 = 2680
synth.yosys.num_cells = 326

[cells_and_area]
final_common_cell = "nor2_1"
largest_register = "count1"
largest_reg_flops = 16
top_regs = "count1: 16 flops, state: 6 flops"
final_layout_size_suffix_gt1_share_pct = 8.36
areaGrowthSynthToFinish_pct = 11.5
final_util_pct = 58.2
design_area_um2 = 2990
layout_top_cells = "nor2_1, dfrtp_1, clkdlybuf4s50_1, nand2_1, a21oi_1"

[pwr]
peakVddDrop_uv = 135
power_density_nw_per_um2 = 188
p_leak_nw = 1.18

[global_routing]
gr-total-overflow = 0
gr-usage-all-layers_pct = 27.8
grt_pass1_vias = 2306
grt_max_degree = 29
antenna_found_initial = 0
grt_pass1_wl_um = 11600

[sta]
timing.slew.headroom_pct = 39.6
slew_violations = 0
worst_slack_ns = 1.25
setup_violations = 0
finalHoldViolCount = 0
clock.fmax_mhz = 339
tightest_slew_ns = 0.894
rsz0062_at_grt = "no"
setup_tns_ns = 0
whs_ns = 0.481
finClkSkew_ns = 0.0110
layout_min_cycle_time_ns = 2.95
fin_crit_sh_pct = 70.3

[route]
drcViolationCount = 0
num_antenna_cells = 0
drt_iter0_drc = 266
ant_nets = 0
vias_per_cell = 6.19
vias = 2505
detail_route.wl_per_cell_um = 17.4
drt_pass1_iterations = 5
wl_um = 7070

[floorplanning]
die_area_um2 = 5660
fp_util_pct = 52.2
fp.dieH_um = 75.2
io_pins = 29
fp-row-count = 26
core_area_um2 = 5140
die_w_um = 75.2

[clocking]
cts_tree = "built"
clkSlewWorstSetupHoldPaths_ns = 0.07
clk_path_buf_depth = 2
ctsHoldBuffers = 0
post_cts_buffers = 0
cts_sinks = 32
cts.htree.levels = 2
cts_resized = 0
cts_made_buffers = 5
ctsRootBufferMaster = "clkbuf_8"
clk_latency_ns = 0.29

[flow_run]
maxCapViolCount = 0
warnings = 29

[worst_hold_path]
hold_start = "count[3]"
hold_path_class = "flop to flop"
whs_path_depth = 1
min_to = "count[3]"

[critical_path]
critPathCaptureType = "output port"
r2r_cells = 7
max_stage_delay_ns = 0.77
crit_type = "flop to output port"
rr_endpoint = "state[1]"
r2r_start = "count1[2]"
crit_fanout = 22
r2r_slack_ns = 1.29
critPathLaunchType = "flop"
cp_data_required_time_ns = 3.36
cp_data_arrival_time_ns = 2.11
crit_chain = "and2_1, a21oi_1, o22ai_1, clkdlybuf4s50_1"
cp_slowest_cell = "dfrtp_1"

[place]
placed_area_um2 = 2900
port_buffers = 23
dpl_worst_slack_ns = 1.36
gp_congestion = 0.996
hpwl_um = 4920

[run_status]
outcome = "complete, no violations"
-- routing by layer --
layer  vias up  part of all wire (%)  global-route usage, %
li1       1200                     -                      -
met1      1179                    46                   43.3
met2       110                    45                   40.4
met3        16                   7.1                   5.97
met4         0                   2.0                   7.41
met5         -                     0                      0
-- layout make-up --
type                       instances  area, µm²
fill                             506       2150
clock buffer                       5       68.8
tap                               70       87.6
multi-input combinational        259       1700
timing repair buffer              26        253
clock inverter                     3       18.8
sequential                        32        827
inverter                          10       37.5
-- critical path: cells and delay by family (launching register included) --
family                 cells  cell delay [ns]
DFF                        1             0.77
buffers and inverters      1             0.49
and+or+nand+nor            1             0.34
AOI/OAI and AO/OA          2             0.24
-- through the flow --
stage / power (mW) / cells
after global placement: 0.329 / 397
after global routing: 0.585 / 405
final: 0.561 / 405
after detailed placement: 0.329 / 397
after floorplan: 0.328 / 332
after CTS: 0.569 / 405
-- kinds of logic (layout without fill, tap and decap cells) --
family,count (synthesis),after routing,synth area share [%]
adder cells (fa/ha/maj),4,4,1.87
flip-flops,32,32,30.8
other,2,8,0.280
XOR/XNOR,19,19,6.21
AND-OR/OR-AND,66,66,16.8
AND/OR/NAND/NOR,155,155,34.5
buffers and inverters,41,44,6.72
multiplexers,7,7,2.75
-- synthesized netlist by cell type, types with 3 or more instances --
master     number
nor2_1         36
dfrtp_1        26
clkbuf_1       23
nand2_1        21
a21oi_1        18
nand3_1        15
xnor2_1        13
nand2b_1       11
inv_1          10
o21ai_0         9
nor3_1          8
nand4_1         7
nor4_1          7
xor2_1          6
a211oi_1        5
a31oi_1         5
and3_1          5
edfxtp_1        5
buf_4           4
ha_1            4
mux2i_1         4
nor2b_1         4
or3_1           4
a2111oi_0       3
a22oi_1         3
and2_1          3
buf_2           3
mux2_2          3
nand3b_1        3
nor4b_1         3
o2bb2ai_1       3
or2_1           3
or2_2           3
or4_1           3
-- how the worst max path moves through the flow --
stage	from	to	slack, ns	depth (start not counted)
5_1_grt	count1[2]	state[1]	1.17	7
6_report	state[2]	sda_dir	1.25	4
4_1_cts	state[2]	sda_dir	1.27	4
-- where the power goes --
| part | switching [mW] | leakage [nW] | internal (mW) |
|---|---|---|---|
| logic | 0.00597 | 0.739 | 0.00154 |
| registers | 0 | 0.389 | 0.315 |
| clock network | 0.123 | 0.0479 | 0.115 |
Power and IR drop assume default switching activity.
